File: design/flow/config.mk
export PLATFORM = sky130hd
export DESIGN_NAME = FIVE_BITS_SELECT_THIRTY_TWO_DEMUX_MODULE
export DESIGN_NICKNAME = FIVE_BITS_SELECT_THIRTY_TWO_DEMUX_MODULE
export VERILOG_FILES = /design/flow/design.v
export SDC_FILE = /design/flow/constraint.sdc
export NUM_CORES = 4
export LEC_CHECK = 1
export CORE_AREA = 10 10 70 70
export DIE_AREA = 0 0 80 80
File: design/flow/constraint.sdc
current_design FIVE_BITS_SELECT_THIRTY_TWO_DEMUX_MODULE

set clk_period 1.9
set clk_io_pct 0.2

create_clock -name clk0 -period $clk_period

set non_clock_inputs [all_inputs -no_clocks]
set_input_delay [expr $clk_period * $clk_io_pct] -clock clk0 $non_clock_inputs
set_output_delay [expr $clk_period * $clk_io_pct] -clock clk0 [all_outputs]
File: design/flow/design.v
module N_INPUTS_AND #(parameter WIDTH=4) (I,O);
	input logic [WIDTH-1:0] I;
	output logic O;
	logic [WIDTH-3:0] W;
	_AND FIRST_AND (I[0], I[1], W[0]);
	genvar i;
	generate
		for(i = 2; i < WIDTH-1; i++) 
		begin : generate_block_identifier
			_AND
				AND (W[i-2], I[i], W[i-1]);
		end
	endgenerate
	_AND LAST_AND (W[WIDTH-3], I[WIDTH-1], O);
endmodule 
module _AND(input logic X,Y, output logic Z);
	assign Z = X & Y;
endmodule
module _NOT(input logic X, output logic Y);
	assign Y = ~X;
endmodule 
module FIVE_BITS_SELECT_THIRTY_TWO_DEMUX_MODULE (IN, SELECT, OUT);
	input  logic 		  IN;
	input  logic [4:0]  SELECT;
	output logic [31:0] OUT;
	logic        [15:0]  W_IN;
	FOUR_BITS_SELECT_SIXTEEN_DEMUX_MODULE 
		MAIN_DEMUX (IN, SELECT[4:1], W_IN);
	ONE_BITS_SELECT_TWO_DEMUX_MODULE
		DEMUX_1  (W_IN[0],  SELECT[0], OUT[1:0]),
		DEMUX_2  (W_IN[1],  SELECT[0], OUT[3:2]),
		DEMUX_3  (W_IN[2],  SELECT[0], OUT[5:4]),
		DEMUX_4  (W_IN[3],  SELECT[0], OUT[7:6]),
		DEMUX_5  (W_IN[4],  SELECT[0], OUT[9:8]),
		DEMUX_6  (W_IN[5],  SELECT[0], OUT[11:10]),
		DEMUX_7  (W_IN[6],  SELECT[0], OUT[13:12]),
		DEMUX_8  (W_IN[7],  SELECT[0], OUT[15:14]),
		DEMUX_9  (W_IN[8],  SELECT[0], OUT[17:16]),
		DEMUX_10 (W_IN[9],  SELECT[0], OUT[19:18]),
		DEMUX_11 (W_IN[10], SELECT[0], OUT[21:20]),
		DEMUX_12 (W_IN[11], SELECT[0], OUT[23:22]),
		DEMUX_13 (W_IN[12], SELECT[0], OUT[25:24]),
		DEMUX_14 (W_IN[13], SELECT[0], OUT[27:26]),
		DEMUX_15 (W_IN[14], SELECT[0], OUT[29:28]),
		DEMUX_16 (W_IN[15], SELECT[0], OUT[31:30]);
endmodule 
module FOUR_BITS_SELECT_SIXTEEN_DEMUX_MODULE (IN, SELECT, OUT);
	input  logic 		  IN;
	input  logic [3:0]  SELECT;
	output logic [15:0] OUT;
	logic        [3:0]  W_IN;
	TWO_BITS_SELECT_FOUR_DEMUX_MODULE 
		MAIN_DEMUX   (IN,      SELECT[3:2], W_IN),
		FIRST_DEMUX  (W_IN[0], SELECT[1:0], OUT[3:0]),
		SECOND_DEMUX (W_IN[1], SELECT[1:0], OUT[7:4]),
		THIRD_DEMUX  (W_IN[2], SELECT[1:0], OUT[11:8]),
		FOURTH_DEMUX (W_IN[3], SELECT[1:0], OUT[15:12]);
endmodule 
module ONE_BITS_SELECT_TWO_DEMUX_MODULE (DATA, S, OUT);
	input logic DATA;
	input logic S;
	output logic [1:0] OUT;
	logic NOT_S;
	_NOT 
		_NOT_S (S, NOT_S);
	_AND
		FIRST_AND  (DATA, NOT_S, OUT[0]),
		SECOND_AND (DATA, S, OUT[1]);
endmodule 
module TWO_BITS_SELECT_FOUR_DEMUX_MODULE (DATA, S, OUT);
	input logic DATA;
	input logic [1:0]	S;
	output logic [3:0] OUT;
	logic NOT_S0, NOT_S1;
	_NOT 
		_NOT_S0 (S[0], NOT_S0),
		_NOT_S1 (S[1], NOT_S1);
	N_INPUTS_AND #(3)
		FISRT_AND  ({DATA, NOT_S0, NOT_S1}, OUT[0]),
		SECOND_AND ({DATA, NOT_S1, S[0]}, 	OUT[1]),
		THIRD_AND  ({DATA, NOT_S0, S[1]},	OUT[2]),
		FOURTH_AND ({DATA, S[0],   S[1]}, 	OUT[3]);
endmodule 
File: design/flow/run.sh
#!/bin/bash
# OpenROAD 26Q1-2900-gdf79404cd8, Yosys 0.63+post, stock flow scripts
make -C /OpenROAD-flow-scripts/flow DESIGN_CONFIG=/design/flow/config.mk WORK_HOME=/design/flow/orfs finish
==> results.sh <==
# yosys + openroad results
export IMPL_run_status="completed"
export IMPL_required_ns=1.52
export IMPL_netlist_instances=79
export IMPL_ys_sh_aoi_pct=0
export IMPL_yosys_stat_area_um2=470.5
export IMPL_grt_pass1_vias=582
export IMPL_grt_use_met3_pct=2.273
export IMPL_antenna_diode_count=0
export IMPL_p_int_mw=0.06094
export IMPL_max_slew_worst_pin_slew_ns=0.2134
export IMPL_crit_arrival_ns=1.47
export IMPL_cp_num_buf_inv=4
export IMPL_clkbuf_count=0
export IMPL_lay_top_count="nor2_1"
export IMPL_initial_core_util_pct=13.77
export IMPL_fin_crit_ns=1.846
export IMPL_ant_nets=0
export IMPL_report_final_hold_viol_count=0
export IMPL_layout_drive_gt1_share_pct=46.36
export IMPL_finalMaxSlewViolations=0
export IMPL_num_io_pins=38
export IMPL_rsz0062_at_grt="false"
export IMPL_syn_cell_area_um2=470.5
export IMPL_yosys_warnings=0
export IMPL_area_growth_synth_to_final_pct=99.47
export IMPL_core_um2=3416
export IMPL_hpwlAfterDp_um=1445
export IMPL_maxSlewHeadroom_pct=85.73
export IMPL_finalClockPeriodUsage_pct=97.18
export IMPL_antenna_found_initial=0
export IMPL_path_class="primary input to primary output"
export IMPL_ys_cells=79
export IMPL_end_kind="primary output"
export IMPL_power_density_nw_per_um2=113.8
export IMPL_numPortBuffers=38
export IMPL_path_cells="clkdlybuf4s15_1 > or4b_4 > buf_6 > buf_6 > nor2_4 > buf_2"
export IMPL_dieWidth_um=80
export IMPL_setup_viol=0
export IMPL_clockPowerShare_pct=0
export IMPL_maxCapViolCount=0
export IMPL_grt_first_pass_wirelength_um=3187
export IMPL_fin_tns_setup_ns=0
export IMPL_hold_path_class="primary input to primary output"
export IMPL_power_switching_mw=0.04589
export IMPL_track_usage_pct=6.189
export IMPL_ir_drop_uv=53.10
export IMPL_rows=21
export IMPL_fmax_ghz=0.5416
export IMPL_dr_pass1_iters=4
export IMPL_grtUsageMet2_pct=9.791
export IMPL_critPathTopFamily="simple AND/OR/NAND/NOR gates"
export IMPL_vias=552
export IMPL_cp_common_cell="buf_6"
export IMPL_place_gp_congestion=0.8381
export IMPL_drc=0
export IMPL_wl_um=1968
export IMPL_critPathSlowestCell="or4b_4"
export IMPL_cpPeakStageDelay_ns=0.51
export IMPL_grt_overflow_total=0
export IMPL_wl_per_cell_um=12.62
export IMPL_synth_avg_cell_area_um2=5.955
export IMPL_cp_max_fo=3
export IMPL_simple_gate_area_share_pct=46.54
export IMPL_drtIter0Drc=13
export IMPL_tool_warnings=33
export IMPL_critPathLaunchType="primary input"
export IMPL_register_area_um2=0
export IMPL_pre_cts_ws_ns=-0.5222
export IMPL_grt_util_met1_pct=8.311
export IMPL_layout_top_cells="nor2_1 (25), dlygate4sd2_1 (22), buf_4 (20), buf_6 (8), buf_2 (7)"
export IMPL_p_comb_share_pct=100.0
export IMPL_die_y_um=80
export IMPL_die_area_um2=6400
export IMPL_top_logic_kind="buffers and inverters"
export IMPL_switching_share_pct=42.96
export IMPL_ctsHoldBuffers=0
export IMPL_nFlopsAndLatches=0
export IMPL_yosysUniqueCellTypes=10
export IMPL_setup_slack_ns=0.05367
export IMPL_p_seq_share_pct=0
export IMPL_ys_seq_share_pct=0
export IMPL_p_leak_nw=0.4845
export IMPL_synthAdderAreaFrac_pct=0
export IMPL_yosys_mux_area_fraction_pct=0
export IMPL_grt_start_max_net_pins=9
export IMPL_grt_busiest_layer="met2"
export IMPL_synth_xor_area_share_pct=0
export IMPL_viasPerCell=3.538
## cells by family after synthesis
family        Yosys count
simple gates           44
buf+inv                35
## synthesized netlist by cell type
master,n,area [um^2]
nand4bb_1,3,33.78
or2_2,1,6.260
or4b_1,1,10.01
nand4b_1,3,26.28
nand2b_1,2,12.51
nand4_1,1,6.260
nand2_1,1,3.750
clkbuf_1,3,11.26
nor2_1,32,120.1
buf_4,32,240.2
## cell type report
class | instances | area, um^2
timing repair buffer | 66 | 561.8
fill | 383 | 2477
tap | 46 | 57.56
multi-input combinational | 44 | 319.1
## layer usage
layer	up-vias	part of all wire, %
met5	-	0
met4	0	0
met3	0	10
met2	22	45
met1	245	45
li1	285	-
## power by group through the flow
stage | clock (mW) | combinational [mW] | sequential [mW]
final | 0 | 0.107 | 0
after global routing | 0 | 0.116 | 0
after CTS | 0 | 0.103 | 0
## metrics by stage
stage | hold slack, ns | std cells | util (%) | area [um^2] | total power, mW
final | 1.183 | 156 | 27.47 | 938.4 | 0.1068
after global routing | 1.217 | 156 | 27.47 | 938.4 | 0.1165
after CTS | 1.303 | 153 | 26.63 | 909.6 | 0.1031
after detailed placement | 1.896 | 132 | 20.11 | 686.9 | 0.06674
after global placement | 1.895 | 132 | 20.11 | 686.9 | 0.06724
after floorplan | 1.015 | 79 | - | 470.5 | 0.02937
## path summary, 6_finish.rpt
check / from / endpoint / slack [ns] / depth (start not counted)
max: IN / OUT[0] / 0.05 / 6
min: SELECT[0] / OUT[1] / 1.18 / 4
## repair_timing
item	4_1_cts	5_1_grt
pin swaps	33	3
endpoints found under the setup margin	32	13
gates resized	70	14
endpoints found under the hold margin	0	0
buffers inserted	21	3
Power and IR drop assume default switching activity.
