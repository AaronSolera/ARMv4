<file path="design/flow/config.mk">
export PLATFORM = sky130hd
export DESIGN_NAME = SIXTY_FOUR_N_BITS_INPUTS_SIX_BITS_SELECT_MUX_MODULE
export DESIGN_NICKNAME = SIXTY_FOUR_N_BITS_INPUTS_SIX_BITS_SELECT_MUX_MODULE
export VERILOG_FILES = /design/flow/design.v
export SDC_FILE = /design/flow/constraint.sdc
export NUM_CORES = 4
export LEC_CHECK = 1
export CORE_AREA = 10 10 106 106
export DIE_AREA = 0 0 116 116
</file>
<file path="design/flow/constraint.sdc">
current_design SIXTY_FOUR_N_BITS_INPUTS_SIX_BITS_SELECT_MUX_MODULE

set clk_period 2.5
set clk_io_pct 0.2

create_clock -name clk0 -period $clk_period

set non_clock_inputs [all_inputs -no_clocks]
set_input_delay [expr $clk_period * $clk_io_pct] -clock clk0 $non_clock_inputs
set_output_delay [expr $clk_period * $clk_io_pct] -clock clk0 [all_outputs]
</file>
<file path="design/flow/design.v">
module _AND(input logic X,Y, output logic Z);
	assign Z = X & Y;
endmodule
module _NOT(input logic X, output logic Y);
	assign Y = ~X;
endmodule 
module _OR(input logic X,Y, output logic Z);
	assign Z = X | Y;
endmodule
module EIGHT_N_BITS_INPUTS_THREE_BITS_SELECT_MUX_MODULE #(parameter BITS = 3) (DATA, SELECT, OUT);
	input logic [7:0][BITS-1:0] DATA;
	input logic [2:0] SELECT;
	output logic [BITS-1:0] OUT;
	logic [BITS-1:0] W_FIRST_MUX, W_SECOND_MUX;
	FOUR_N_BITS_INPUTS_TWO_BITS_SELECT_MUX_MODULE #(BITS)
		FIRST_MUX (DATA[3:0], SELECT[1:0], W_FIRST_MUX),
		SECOND_MUX (DATA[7:4], SELECT[1:0], W_SECOND_MUX);
	N_BITS_ONE_SELECT_MUX_MODULE #(BITS)
		THIRD_MUX (W_FIRST_MUX, W_SECOND_MUX, SELECT[2], OUT);
endmodule 
module FOUR_N_BITS_INPUTS_TWO_BITS_SELECT_MUX_MODULE #(parameter BITS = 3) (DATA, SELECT, OUT);
	input logic [3:0][BITS-1:0] DATA;
	input logic [1:0] SELECT;
	output logic [BITS-1:0] OUT;
	logic [BITS-1:0] W_FIRST_MUX, W_SECOND_MUX;
	N_BITS_ONE_SELECT_MUX_MODULE #(BITS)
		FIRST_MUX (DATA[0], DATA[1], SELECT[0], W_FIRST_MUX),
		SECOND_MUX (DATA[2], DATA[3], SELECT[0], W_SECOND_MUX),
		THIRD_MUX (W_FIRST_MUX, W_SECOND_MUX, SELECT[1], OUT);
endmodule 
module N_BITS_ONE_SELECT_MUX_MODULE #(parameter BITS=1)(A, B, S, R);
	input logic [BITS-1:0] A, B;
	input logic S;
	output logic [BITS-1:0] R;
	genvar i;
	generate
		for(i = 0; i < BITS; i++) 
		begin : generate_block_identifier
			ONE_BIT_MUX_MODULE
				OBMM (A[i], B[i], S, R[i]);
		end
	endgenerate
endmodule 
module ONE_BIT_MUX_MODULE (A, B, S, R);
	input logic A, B, S;
	output logic R;
	logic W_1, W_2, W_3;
	_NOT 
		FIRST_NOT (S, W_1);
	_AND 
		FIRST_AND (B, S, W_2),
		SECOND_AND (A, W_1, W_3);
	_OR 
		FIRST_OR (W_2, W_3, R);
endmodule 
module SIXTEEN_N_BITS_INPUTS_FOUR_BITS_SELECT_MUX_MODULE #(parameter BITS = 3) (DATA, SELECT, OUT);
	input logic [15:0][BITS-1:0] DATA;
	input logic [3:0] SELECT;
	output logic [BITS-1:0] OUT;
	logic [BITS-1:0] W_FIRST_MUX, W_SECOND_MUX;
	EIGHT_N_BITS_INPUTS_THREE_BITS_SELECT_MUX_MODULE #(BITS)
		FIRST_MUX (DATA[7:0], SELECT[2:0], W_FIRST_MUX),
		SECOND_MUX (DATA[15:8], SELECT[2:0], W_SECOND_MUX);
	N_BITS_ONE_SELECT_MUX_MODULE #(BITS)
		THIRD_MUX (W_FIRST_MUX, W_SECOND_MUX, SELECT[3], OUT);
endmodule 
module SIXTY_FOUR_N_BITS_INPUTS_SIX_BITS_SELECT_MUX_MODULE #(parameter BITS = 3) (DATA, SELECT, OUT);
	input logic [63:0][BITS-1:0] DATA;
	input logic [5:0] SELECT;
	output logic [BITS-1:0] OUT;
	logic [BITS-1:0] W_FIRST_MUX, W_SECOND_MUX;
	THIRTY_TWO_N_BITS_INPUTS_FIVE_BITS_SELECT_MUX_MODULE #(BITS)
		FIRST_MUX (DATA[31:0], SELECT[4:0], W_FIRST_MUX),
		SECOND_MUX (DATA[63:32], SELECT[4:0], W_SECOND_MUX);
	N_BITS_ONE_SELECT_MUX_MODULE #(BITS)
		THIRD_MUX (W_FIRST_MUX, W_SECOND_MUX, SELECT[5], OUT);
endmodule 
module THIRTY_TWO_N_BITS_INPUTS_FIVE_BITS_SELECT_MUX_MODULE #(parameter BITS = 3) (DATA, SELECT, OUT);
	input logic [31:0][BITS-1:0] DATA;
	input logic [4:0] SELECT;
	output logic [BITS-1:0] OUT;
	logic [BITS-1:0] W_FIRST_MUX, W_SECOND_MUX;
	SIXTEEN_N_BITS_INPUTS_FOUR_BITS_SELECT_MUX_MODULE #(BITS)
		FIRST_MUX (DATA[15:0], SELECT[3:0], W_FIRST_MUX),
		SECOND_MUX (DATA[31:16], SELECT[3:0], W_SECOND_MUX);
	N_BITS_ONE_SELECT_MUX_MODULE #(BITS)
		THIRD_MUX (W_FIRST_MUX, W_SECOND_MUX, SELECT[4], OUT);
endmodule 
</file>
<file path="design/flow/run.sh">
#!/bin/bash
# OpenROAD 26Q1-2900-gdf79404cd8, Yosys 0.63+post, stock flow scripts
make -C /OpenROAD-flow-scripts/flow DESIGN_CONFIG=/design/flow/config.mk WORK_HOME=/design/flow/orfs finish
</file>
==> out/summary.txt <==
highest clock rate -> 406 MHz
Worst Setup Path Type -> input port to output port
fraction of layout cells with a size suffix above 1 -> 0.307
crit path DRT -> 2.00 ns
P&R area growth vs syn -> 148%
GRT Total Usage -> 0.148
Tmin final -> 2.46 ns
arrival time at the worst endpoint -> 1.96 ns
Net Sw Frac -> 0.303
post-synthesis cell area -> 1770 um2
met3 Use GR -> 0.0497
setup ws final -> 0.0368 ns
Synth Area per Inst -> 10.7 um2
HP Class -> input port to output port
distinct lib cells -> 31
cell internal pwr -> 485 uW
status -> finished clean
P_leak -> 0.00193 uW
Buffers on Ports -> 201
Worst setup SP type -> input port
register share after synthesis -> 0
Log Warnings -> 33
M2 GR Usage -> 0.251
Global Route met1 Usage -> 0.193
cell taking the most area after synthesis -> mux4_2
Comb pwr share -> 1.000
initial antenna violation count -> 1
WL/cell -> 20.7 um
DR iter-0 viols -> 57
Final Cycle Share -> 0.985
Fin Hold WS -> 1.62 ns
Sequential Area -> 0 um2
vias per cell -> 4.72
Slew Limit Headroom -> 0.785
Setup crit end kind -> output port
Core Util, Final -> 0.496
most frequent logic cell in the layout -> clkdlybuf4s50_1
RSZ-0062 raised after global routing -> true
num rows -> 34
Die H -> 116 um
final setup violation count -> 0
fillers -> 842
routed wire length -> 10400 um
DRT Pass-1 Iters -> 4
Fin Setup TNS -> 0 ns
total grt overflow -> 0
Sw Pwr -> 211 uW
RD Place Congestion -> 0.822
Die Wd -> 116 um
die area -> 13500 um2
busiest grt layer -> met2
Flop Count -> 0
largest net degree at the start of global routing -> 22
Init Core Util -> 0.200
Max Slew Vio Count -> 0
CP max FO -> 1
Power Dens Cells -> 159 nW/um2
remaining routing DRC violations -> 0
Final ANT Viol Nets -> 0
most instantiated logic cells after routing -> 121 x clkdlybuf4s50_1, 48 x dlygate4sd2_1, 35 x buf_4, 31 x mux4_2, 24 x mux2i_1
Seq pwr share -> 0
Top-area cell share -> 0.229
vias in the first global route -> 2776
post-synthesis cell count -> 165
worst vdd ir -> 0.0756 mV
clock network power share -> 0
worst slack, placed -> -0.620 ns
core box area -> 8850 um2
Synthesis Warnings -> 0
Least-Margin Pin Slew -> 0.322 ns
clock buf count -> 0
synthesis area per yosys -> 1770 um2
Hold Vio Cnt, Final -> 0
first-pass GRT wire length -> 15500 um
hold-fix buffers at CTS -> 0
I/O Pins -> 201
Main area contributors -> mux4_2 23%, mux4_1 21%, mux2i_1 15%
vias -> 2374
Max Cap Viol -> 0
post-DP HPWL -> 8800 um
yosys cell count -> 165
worst paths after layout:
path	from	endpoint	depth (start not counted)
worst max-delay path	DATA[24]	OUT[0]	6
worst min-delay path	SELECT[2]	OUT[2]	5
through the flow:
step	cell area, um2	cells	power (uW)
2_1_floorplan	1770	165	251
3_3_place_gp	4080	493	642
3_5_place_dp	4080	493	648
4_1_cts	4170	497	673
5_1_grt	4390	503	748
6_report	4390	503	696
Yosys cell counts, types with 2 or more instances:
cell type,count
mux4_1,14
nand2_1,6
o31ai_1,2
nand3_1,7
mux2_2,7
a22oi_1,8
buf_2,7
nand2b_1,3
buf_4,6
o22ai_1,4
mux2i_1,26
a211oi_1,9
nor2b_1,12
nor3_1,5
a31oi_1,4
o21ai_0,8
buf_6,3
mux4_2,18
or2_2,2
buf_12,2
nor2_1,2
power groups by stage:
stage	combinational, uW	clock (uW)	sequential [uW]
finish	696	0.0000534	0
global route	748	0.0000534	0
CTS	673	0	0
logic make-up after synthesis:
logic type      Yosys count  synth area share
compound gates           41             0.160
simple gates             39             0.119
buf+inv                  20            0.0919
mux                      65             0.628
worst max-delay path, cell delays in order:
cell and delay [ns]:
clkdlybuf4s50_1 0.41, mux4_1 0.48, nor2b_1 0.15, a211oi_2 0.18
o41ai_2 0.10, buf_2 0.13
layer usage:
metal  wire length, um  vias up
met5                 0        -
met4                 0        0
met3               992        0
met2              5120      109
met1              4300     1101
li1                  -     1164
cell type report:
cell class,instances,area (um2),area share
diodes,1,2.50,0.000570
multi-input cells,145,1710,0.390
well taps,108,135,0.0308
repair buffers,249,2540,0.579
repair_timing:
action                                  4_1_cts  5_1_grt
gates cloned                                  2        3
endpoints found under the setup margin        3        3
setup buffers                                 3        2
pin swaps                                    16       14
resized                                     114       49
Power figures rest on the tool's default switching activity, not on a simulated workload.
