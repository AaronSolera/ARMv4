**./design.v**
```verilog
module ENABLE_MODULE #(parameter WIDTH=4)(I, ENA, O);
	input logic [WIDTH-1:0] I;
	input logic ENA;
	output logic [WIDTH-1:0] O;
	genvar i;
	generate
		for(i = 0; i < WIDTH; i++) 
		begin : generate_block_identifier
			_AND
				AND (I[i],ENA,O[i]);
		end
	endgenerate 
endmodule 
module _AND(input logic X,Y, output logic Z);
	assign Z = X & Y;
endmodule
module _NOT(input logic X, output logic Y);
	assign Y = ~X;
endmodule 
module _OR(input logic X,Y, output logic Z);
	assign Z = X | Y;
endmodule
module _XOR(input logic X,Y, output logic Z);
	assign Z = X ^ Y;
endmodule
module FULL_N_BITS_SUBTRACTOR_MODULE #(parameter BITS = 10) (A, B, Diff, Bout);
	input logic [BITS-1:0] A, B;
	output logic [BITS-1:0] Diff;
	output logic Bout;
	logic [BITS-2:0] W_Bout;
	FULL_ONE_BIT_SUBTRACTOR_MODULE
				FIRST_FOBSM (A[0], B[0], 1'b0, Diff[0], W_Bout[0]);
	genvar i;
	generate
		for(i = 1; i < BITS-1; i++) 
		begin : generate_block_identifier
			FULL_ONE_BIT_SUBTRACTOR_MODULE
				FOBSM (A[i], B[i], W_Bout[i-1], Diff[i], W_Bout[i]);
		end
	endgenerate	
	FULL_ONE_BIT_SUBTRACTOR_MODULE
				LAST_FOBSM (A[BITS-1], B[BITS-1], W_Bout[BITS-2], Diff[BITS-1], Bout);
endmodule 
module FULL_ONE_BIT_SUBTRACTOR_MODULE (A, B, Bin, Diff, Bout);
	input logic A, B, Bin;
	output logic Diff, Bout;
	logic [4:0] W;
	_XOR 
		FIRST_XOR (A, B, W[0]);
	_NOT
		FIRST_NOT (A, W[1]);
	_AND
		FIRST_AND (W[1], B, W[2]);
	_XOR
		SECOND_XOR (W[0], Bin, Diff);
	_NOT
		SECONF_NOT (W[0], W[3]);
	_AND
		SECOND_AND (W[3], Bin, W[4]);
	_OR
		OR (W[2], W[4], Bout);
endmodule 
module CLK_HALF_DIV_MODULE (CLK, RST, OUT_CLK);
	input logic CLK, RST;
	output logic OUT_CLK;
	logic COUNT;
	always_ff @(posedge CLK, negedge RST) begin
		if (!RST) COUNT = 1'b0;
		else COUNT <= COUNT + 1'b1; 
	end
	assign OUT_CLK = (COUNT == 1'b1);
endmodule 
module SYNC_MODULE (CLK, RST, A, B, C, D, RGB_ENA, OUT_CLK, POSITION);
	input logic CLK, RST;
	input logic [9:0] A, B, C, D;
	output logic RGB_ENA, OUT_CLK;
	output logic [9:0] POSITION;
	logic [9:0] COUNT, POS_DIFF;
	logic V_RST, POS_RST, W_RGB_ENA;
	always_ff @(posedge CLK, negedge RST) begin
		if (!RST) COUNT <= 10'd0;
		else if (COUNT == D) COUNT = 10'd0;
		else COUNT <= COUNT + 10'd1;
	end
	assign OUT_CLK = (COUNT > A);
	assign W_RGB_ENA = (COUNT > B & COUNT < C);
	assign RGB_ENA = W_RGB_ENA;
	FULL_N_BITS_SUBTRACTOR_MODULE 
		POSITION_SUB (COUNT, B, POS_DIFF, V_RST);
	_AND
		AND (~V_RST, W_RGB_ENA, POS_RST);
	ENABLE_MODULE #(10)
		EM (POS_DIFF, POS_RST, POSITION);
endmodule 
module VGA_CONTROLLER_MODULE (CLK, RST, H_SYNC, V_SYNC, VGA_CLK, VGA_SYNC_N, VGA_BLANK_N, SCREEN_POS_X, SCREEN_POS_Y);
	input logic CLK, RST;
	output logic H_SYNC, V_SYNC, VGA_CLK, VGA_SYNC_N, VGA_BLANK_N;
	output logic [9:0] SCREEN_POS_X, SCREEN_POS_Y;
	logic OUT_CLK, H_CLK, V_CLK, H_RGB_ENA, V_RGB_ENA;
	CLK_HALF_DIV_MODULE 
		F_DIV (CLK, RST, OUT_CLK);
	SYNC_MODULE 
		H_SYNC_MODULE (OUT_CLK, RST, 10'd95, 10'd143, 10'd778, 10'd793, H_RGB_ENA, H_CLK, SCREEN_POS_X),
		V_SYNC_MODULE (H_CLK,   RST, 10'd2,  10'd35,  10'd515, 10'd524, V_RGB_ENA, V_CLK, SCREEN_POS_Y);
	_AND
		VGA_SYNC_AND  (H_CLK,     V_CLK,     VGA_SYNC_N),
		VGA_BLANK_AND (H_RGB_ENA, V_RGB_ENA, VGA_BLANK_N);
	assign H_SYNC  =  H_CLK;
	assign V_SYNC  =  V_CLK;
	assign VGA_CLK =  OUT_CLK;
endmodule 
```
**./run.sh**
```bash
#!/bin/bash
# OpenROAD 26Q1-2900-gdf79404cd8, Yosys 0.63+post, stock flow scripts
make -C /OpenROAD-flow-scripts/flow DESIGN_CONFIG=/design/flow/config.mk WORK_HOME=/design/flow/orfs finish
```
**./config.mk**
```make
export PLATFORM = sky130hd
export DESIGN_NAME = VGA_CONTROLLER_MODULE
export DESIGN_NICKNAME = VGA_CONTROLLER_MODULE
export VERILOG_FILES = /design/flow/design.v
export SDC_FILE = /design/flow/constraint.sdc
export NUM_CORES = 4
export LEC_CHECK = 1
export CORE_UTILIZATION = 30
```
**./constraint.sdc**
```tcl
current_design VGA_CONTROLLER_MODULE

set clk_period 1.3
set clk_io_pct 0.2

create_clock -name clk0 -period $clk_period [get_ports {CLK}]

set non_clock_inputs [all_inputs -no_clocks]
set_input_delay [expr $clk_period * $clk_io_pct] -clock clk0 $non_clock_inputs
set_output_delay [expr $clk_period * $clk_io_pct] -clock clk0 [all_outputs]
```
==> impl_metrics.csv <==
group,metric,value,unit
run_status,outcome,"finished, final reports clean",
pwr,share_clk_of_total_power,0,%
setup_path,rr_endpoint,"F_DIV.COUNT",
setup_path,critical_path_fanout_max,2,
global_routing,gr-usage-all-layers,11.3,%
final_layout,final_core_utilization,36.0,%
pwr,p_sw_share,27.2,%
synthesis,netlist_instances,189,
synthesis,post-synth-top-area-cell,"sky130_fd_sc_hd__dfrtp_1",
synthesis,netlist_top_cells_count,"24 x sky130_fd_sc_hd__inv_1, 21 x sky130_fd_sc_hd__dfrtp_1, 21 x sky130_fd_sc_hd__ha_1",
sta,final_max_slew_viol_count,0,
placed_design,globalplace.congestion,0.876,
synthesis,post_synth_instance_area,1690,um2
detailed_routing,first_iter_violations,25,
setup_path,crit_cells,1,
global_routing,grt_pass1_vias,1167,
pwr,p_leak,0.000799,uW
setup_path,timing_worst_setup_path_type,"reg2out",
detailed_routing,detailroute.via_count,1222,
setup_path,regToRegStartpoint,"F_DIV.COUNT",
synthesis,ys_ff,21,
synthesis,top_cells_by_area,"sky130_fd_sc_hd__dfrtp_1 31%, sky130_fd_sc_hd__ha_1 16%, sky130_fd_sc_hd__buf_4 8.9%",
job,tool_warnings,31,
detailed_routing,firstDrtPassIters,2,
floorplanning,floorplan.die_area,5950,um2
detailed_routing,ant_cells,0,
final_layout,layout.filler_cells,567,
pwr,areal_power_density_over_the_cells,25.8,nW/um2
clocking,postCtsHoldBufs,0,
synthesis,netlist.top_cell.by_instances,"sky130_fd_sc_hd__inv_1",
setup_path,critical-path-top-delay-family,"buffers and inverters",
pwr,cell_int_power,35.7,uW
sta,achievable-frequency,947,MHz
setup_path,timing.reg2reg.worst_path_depth,2,
setup_path,timing.critical_path.slowest_stage_cell,"sky130_fd_sc_hd__clkdlybuf4s50_1",
synthesis,yosys_warnings,2,
final_layout,area.growth.synth_to_final,12.0,%
setup_path,critical-path-max-stage-delay,470,ps
sta,finalHoldViolations,0,
job,timing.max_cap.violations,0,
final_layout,post_route_cells_drive_above_1_share,6.22,%
sta,number_of_unconstrained_endpoints,44,
clocking,cts_repair_resize_count,0,
setup_path,timing.reg2reg.setup_slack,640,ps
synthesis,syn-mean-instance-area,8.96,um2
sta,rsz_0062_raised_after_global_routing,"false",
setup_path,worstPathRequired,1040,ps
synthesis,synth-main-ff-cell,"sky130_fd_sc_hd__dfrtp_1",
pwr,p_sw,13.3,uW
setup_path,crit_chain,"clkdlybuf4s50_1",
clocking,post_cts_clock_slew_at_the_launch_and_capture_registers_of_the_worst_setup_and_hold_paths,0,ps
synthesis,enable_flop_cells,0,
detailed_routing,wire_per_inst,11.8,um
synthesis,synth.yosys.num_cells,189,
synthesis,synth.yosys.seq_area_share,31.0,%
sta,maxSlewHeadroom,67.4,%
setup_path,worstSetupEndpoint,"VGA_CLK",
sta,setup-tns-final,0,ps
setup_path,cp-startpoint,"F_DIV.COUNT",
synthesis,synth-area-yosys,1690,um2
worst_hold_path,min_path_type,"in2async",
placed_design,i_o_buffers,26,
setup_path,worst-endpoint-arrival,800,ps
global_routing,largest_net_degree_at_the_start_of_global_routing,21,
synthesis,synth_cell_type_count,36,
sta,unclocked_regs,20,
synthesis,yosys.area.top_type_share,31.0,%
sta,fin_crit,1060,ps
floorplanning,boundaryPins,27,
sta,hold_ws,456,ps
global_routing,overall_overflow_remaining_after_global_route,0,
global_routing,grt_first_pass_wirelength,5510,um
pwr,power_frac_seq,63.4,%
floorplanning,placeableCoreArea,5270,um2
sta,finalSetupViolCount,0,
sta,clock-skew-final,0,ps
detailed_routing,avgViaCountPerCell,4.65,
floorplanning,fp-row-count,26,
sta,finalClockPeriodUsage,81.2,%
setup_path,cp-start-kind,"flip-flop",
floorplanning,fp.dieH,77.1,um
setup_path,critical_path.endpoint_type,"output port",
clocking,clock_latency,0,ps
pwr,vdd_ir_drop_max,0.000108,V
detailed_routing,drc,0,
synthesis,async_reset_ff_share,100,%
setup_path,path_buffers,1,
detailed_routing,ant_nets,0,
pwr,combPwrFrac,36.6,%
sta,worst_pin_slew,485,ps
detailed_routing,routed_wl,3100,um
pwr,post-layout-total-power,49.0,uW
placed_design,detailed_place_hpwl,2510,um
floorplanning,initial_core_util,32.1,%
global_routing,antenna_found_initial,0,
clocking,post-cts-setup-buffers,0,
floorplanning,floorplan.die.width,77.1,um
-- power groups by stage --
stage | Combinational, uW | Clock (uW) | Sequential (uW)
global route | 22.0 | 0 | 31.0
finish | 17.9 | 0 | 31.0
CTS | 19.5 | 0 | 31.0
-- per-layer routing --
layer,part of all wire [%],GRT usage [%]
met1,50,16.8
met5,0,0
met2,47,19.9
met4,0,0
met3,2.3,0.121
-- through the flow --
step                area [um2]  worst slack (ps)  std cells
floorplan                 1690               626        189
global placement          1900               243        263
detailed placement        1900               243        263
CTS                       1900               233        263
global route              1900               216        263
finish                    1900               245        263
-- cell type report --
type / instances / area [um2] / area share, %
repair buffers: 31 / 298 / 15.7
inverters: 24 / 90.1 / 4.75
multi-input cells: 117 / 896 / 47.2
flip-flops and latches: 21 / 526 / 27.7
well taps: 70 / 87.6 / 4.62
-- worst min path at each step --
stage / to / slack (ps) / cells after the start
6_report: F_DIV.COUNT / 460 / 1
4_1_cts: F_DIV.COUNT / 460 / 1
5_1_grt: F_DIV.COUNT / 470 / 1
-- registers in the layout, summed over array words and instances (netlist names) --
| register | count |
|---|---|
| F_DIV.COUNT | 1 |
| V_SYNC_MODULE.COUNT | 10 |
| H_SYNC_MODULE.COUNT | 10 |
-- placed cells by master, fill, tap and decap left out, drive strengths merged, types with 3 or more instances in the layout --
cell	Yosys	final
nand3	9	9
nor3b	4	4
a21oi	4	4
o21ai	5	5
clkdlybuf4s50	0	26
nand2	4	4
nand4	5	5
ha	21	21
nand2b	3	3
dfrtp	21	21
inv	24	24
nor3	12	12
xnor2	9	9
nor2	13	13
buf	25	5
or4	3	3
a211oi	8	8
-- cell families after synthesis --
logic type | after synthesis | share of synthesized area [%]
simple gates | 60 | 20.8
buf+inv | 51 | 16.0
compound gates | 25 | 10.9
fa+ha+maj | 21 | 15.5
flops | 21 | 31.0
xor+xnor | 11 | 5.69
Power figures rest on the tool's default switching activity, not on a simulated workload.
